$ cat /design/flow/constraint.sdc
current_design simd_alu_top

set clk_period 76.1
set clk_io_pct 0.2

create_clock -name clk0 -period $clk_period [get_ports {clk}]

set non_clock_inputs [all_inputs -no_clocks]
set_input_delay [expr $clk_period * $clk_io_pct] -clock clk0 $non_clock_inputs
set_output_delay [expr $clk_period * $clk_io_pct] -clock clk0 [all_outputs]
$ cat /design/flow/design.v
	parameter SIMD_DATA_WIDTH               = 256;
	parameter SIMD_OPC_WIDTH                = 6;
	parameter SIMD_ADDER_DATA_MODE_WIDTH    = 2;
	parameter MSB_8B                        = 7; 
	parameter NOP                           = 0;
	parameter ADD8                          = 1;
	parameter ADD16                         = 2;
	parameter ADD32                         = 3;
	parameter ADD64                         = 4;
	parameter S_ADD8                        = 5;
	parameter S_ADD16                       = 6;
	parameter S_ADD32                       = 7;
	parameter S_ADD64                       = 8;
	parameter SUB8                          = 9;
	parameter SUB16                         = 10;
	parameter SUB32                         = 11;
	parameter SUB64                         = 12;
	parameter S_SUB8                        = 13;
	parameter S_SUB16                       = 14;
	parameter S_SUB32                       = 15;
	parameter S_SUB64                       = 16;
    parameter LSL8                          = 17;
	parameter LSL16                         = 18;
	parameter LSL32                         = 19;
	parameter LSL64                         = 20;
	parameter LSR8                          = 21;
	parameter LSR16                         = 22;
	parameter LSR32                         = 23;
	parameter LSR64                         = 24;
    parameter CMP8                          = 25;
	parameter CMP16                         = 26;
	parameter CMP32                         = 27;
	parameter CMP64                         = 28;
    parameter GT8                           = 29;
	parameter GT16                          = 30;
	parameter GT32                          = 31;
	parameter GT64                          = 32;
module simd_alu_adder_top (
  input [SIMD_DATA_WIDTH - 1 : 0]               a,
  input [SIMD_DATA_WIDTH - 1 : 0]               b,
  input [SIMD_ADDER_DATA_MODE_WIDTH - 1 : 0]    data_mode,
  input                                         data_signed,
  input                                         sub,
  output [SIMD_DATA_WIDTH - 1 : 0]              result,
  output [SIMD_DATA_WIDTH/8 - 1 : 0]            ovf
);
  reg [SIMD_DATA_WIDTH - 1 : 0] r_res;
  reg [SIMD_DATA_WIDTH/8 - 1 : 0] r_ovf;
  reg signed [8 - 1 : 0] r_s_a8;
  reg signed [8 - 1 : 0] r_s_b8;
  reg signed [16 - 1 : 0] r_s_a16;
  reg signed [16 - 1 : 0] r_s_b16;
  reg signed [32 - 1 : 0] r_s_a32;
  reg signed [32 - 1 : 0] r_s_b32;
  reg signed [64 - 1 : 0] r_s_a64;
  reg signed [64 - 1 : 0] r_s_b64;
  int _idx; 
  wire [SIMD_DATA_WIDTH - 1 : 0] B_real = sub?(~b):b;
  always @(*) begin
    r_ovf = '0;
    case(data_mode)
      0 : begin  
        for (_idx = 0; _idx < SIMD_DATA_WIDTH/8; _idx++) begin
          if (~data_signed) begin  
            r_res[(_idx + 1)*8 - 1 -: 8] = a[(_idx + 1)*8 - 1 -: 8] + B_real[(_idx + 1)*8 - 1 -: 8] + sub;
            r_ovf[_idx] = (r_s_a8[MSB_8B] | r_s_b8[MSB_8B]) & ~(r_res[MSB_8B]);
          end else begin  
            r_s_a8 = a[(_idx + 1)*8 - 1 -: 8];
            r_s_b8 = B_real[(_idx + 1)*8 - 1 -: 8];
            r_res[(_idx + 1)*8 - 1 -: 8] = r_s_a8 + r_s_b8 + sub;
            r_ovf[_idx] = ~(r_s_a8[MSB_8B] ^ r_s_b8[MSB_8B]) & (r_s_a8[MSB_8B] ^ r_res[MSB_8B]);
          end
      	end
      end
      1 : begin  
        for (_idx = 0; _idx < SIMD_DATA_WIDTH/16; _idx++) begin
          if (~data_signed) begin  
          	r_res[(_idx + 1)*16 - 1 -: 16] = a[(_idx + 1)*16 - 1 -: 16] + B_real[(_idx + 1)*16 - 1 -: 16] + sub;
          end else begin  
            r_s_a16 = a[(_idx + 1)*16 - 1 -: 16];
            r_s_b16 = B_real[(_idx + 1)*16 - 1 -: 16];
            r_res[(_idx + 1)*16 - 1 -: 16] = r_s_a16 + r_s_b16 + sub;
          end
      	end
      end
      2 : begin  
        for (_idx = 0; _idx < SIMD_DATA_WIDTH/32; _idx++) begin 
          if (~data_signed) begin  
            r_res[(_idx + 1)*32 - 1 -: 32] = a[(_idx + 1)*32 - 1 -: 32] + B_real[(_idx + 1)*32 - 1 -: 32] + sub; 
          end else begin  
            r_s_a32 = a[(_idx + 1)*32 - 1 -: 32]; 
            r_s_b32 = B_real[(_idx + 1)*32 - 1 -: 32]; 
            r_res[(_idx + 1)*32 - 1 -: 32] = r_s_a32 + r_s_b32 + sub; 
          end 
       end 
      end
      3 : begin  
        for (_idx = 0; _idx < SIMD_DATA_WIDTH/64; _idx++) begin 
          if (~data_signed) begin  
            r_res[(_idx + 1)*64 - 1 -: 64] = a[(_idx + 1)*64 - 1 -: 64] + B_real[(_idx + 1)*64 - 1 -: 64] + sub; 
          end else begin  
            r_s_a64 = a[(_idx + 1)*64 - 1 -: 64]; 
            r_s_b64 = B_real[(_idx + 1)*64 - 1 -: 64]; 
            r_res[(_idx + 1)*64 - 1 -: 64] = r_s_a64 + r_s_b64 + sub; 
          end 
       end 
      end
      default : r_res = 0;
    endcase
  end
  assign result = r_res;
  assign ovf = r_ovf;
endmodule : simd_alu_adder_top
module simd_alu_shifter_top (
  input [SIMD_DATA_WIDTH - 1 : 0]               a,
  input [SIMD_DATA_WIDTH - 1 : 0]               b,
  input [SIMD_ADDER_DATA_MODE_WIDTH - 1 : 0]    data_mode,
  input                                         left,
  output [SIMD_DATA_WIDTH - 1 : 0]              result
);
  reg [SIMD_DATA_WIDTH - 1 : 0] r_res;
  int _idx; 
  always @(*) begin
    case(data_mode)
      0 : begin  
        reg [7 : 0] A, B;
        for (_idx = 0; _idx < SIMD_DATA_WIDTH/8; _idx++) begin
          A = a[(_idx + 1)*8 - 1 -: 8];
          B = b[(_idx + 1)*8 - 1 -: 8];
          r_res[(_idx + 1)*8 - 1 -: 8] = left ? A << B : A >> B;
      	end
      end
      1: begin  
        reg [15 : 0] A, B;
        for (_idx = 0; _idx < SIMD_DATA_WIDTH/16; _idx++) begin
          A = a[(_idx + 1)*16 - 1 -: 16];
          B = b[(_idx + 1)*16 - 1 -: 16];
          r_res[(_idx + 1)*16 - 1 -: 16] = left ? A << B : A >> B;
      	end
      end
      2: begin  
        reg [31 : 0] A, B;
        for (_idx = 0; _idx < SIMD_DATA_WIDTH/32; _idx++) begin
          A = a[(_idx + 1)*32 - 1 -: 32];
          B = b[(_idx + 1)*32 - 1 -: 32];
          r_res[(_idx + 1)*32 - 1 -: 32] = left ? A << B : A >> B;
      	end
      end
      3 : begin  
        reg [63 : 0] A, B;
        for (_idx = 0; _idx < SIMD_DATA_WIDTH/64; _idx++) begin
          A = a[(_idx + 1)*64 - 1 -: 64];
          B = b[(_idx + 1)*64 - 1 -: 64];
          r_res[(_idx + 1)*64 - 1 -: 64] = left ? A << B : A >> B;
      	end
      end
      default : r_res = 0;
    endcase
  end
  assign result = r_res;
endmodule : simd_alu_shifter_top
module simd_alu_comparer_top (
  input [SIMD_DATA_WIDTH - 1 : 0]               a,
  input [SIMD_DATA_WIDTH - 1 : 0]               b,
  input                                         gt_comparison,
  input [SIMD_ADDER_DATA_MODE_WIDTH - 1 : 0]    data_mode,
  output [SIMD_DATA_WIDTH - 1 : 0]              result
);
reg [SIMD_DATA_WIDTH - 1 : 0] r_res;
  int _idx; 
  always @(*) begin
    case(data_mode)
      0 : begin  
        reg [7 : 0] A, B;
        for (_idx = 0; _idx < SIMD_DATA_WIDTH/8; _idx++) begin
          A = a[(_idx + 1)*8 - 1 -: 8];
          B = b[(_idx + 1)*8 - 1 -: 8];
          r_res[(_idx + 1)*8 - 1 -: 8] = gt_comparison ? A > B : A === B;
      	end
      end
      1: begin  
        reg [15 : 0] A, B;
        for (_idx = 0; _idx < SIMD_DATA_WIDTH/16; _idx++) begin
          A = a[(_idx + 1)*16 - 1 -: 16];
          B = b[(_idx + 1)*16 - 1 -: 16];
          r_res[(_idx + 1)*16 - 1 -: 16] = gt_comparison ? A > B : A === B;
      	end
      end
      2: begin  
        reg [31 : 0] A, B;
        for (_idx = 0; _idx < SIMD_DATA_WIDTH/32; _idx++) begin
          A = a[(_idx + 1)*32 - 1 -: 32];
          B = b[(_idx + 1)*32 - 1 -: 32];
          r_res[(_idx + 1)*32 - 1 -: 32] = gt_comparison ? A > B : A === B;
      	end
      end
      3 : begin  
        reg [63 : 0] A, B;
        for (_idx = 0; _idx < SIMD_DATA_WIDTH/64; _idx++) begin
          A = a[(_idx + 1)*64 - 1 -: 64];
          B = b[(_idx + 1)*64 - 1 -: 64];
          r_res[(_idx + 1)*64 - 1 -: 64] = gt_comparison ? A > B : A === B;
      	end
      end
      default : r_res = 0;
    endcase
  end
  assign result = r_res;
endmodule : simd_alu_comparer_top
module simd_alu_top(
  input     							clk,
  input									rst_n,
  input 	[SIMD_DATA_WIDTH - 1 : 0] 	in_a,
  input 	[SIMD_DATA_WIDTH - 1 : 0] 	in_b,
  input     [SIMD_OPC_WIDTH - 1 : 0]  	opcode,
  output 	[SIMD_DATA_WIDTH - 1 : 0] 	out,
  output	[SIMD_DATA_WIDTH/8 - 1 : 0]	out_overflow
);
  reg [SIMD_DATA_WIDTH - 1 : 0] r_a;
  reg [SIMD_DATA_WIDTH - 1 : 0] r_b;
  reg [SIMD_OPC_WIDTH - 1 : 0] r_opcode;
  reg [SIMD_ADDER_DATA_MODE_WIDTH - 1 : 0]	r_data_mode;
  reg [SIMD_DATA_WIDTH - 1 : 0] r_adder_out;
  reg [SIMD_DATA_WIDTH - 1 : 0] r_shifter_out;
  reg [SIMD_DATA_WIDTH - 1 : 0] r_comparer_out;
  reg [SIMD_DATA_WIDTH - 1 : 0] r_out;
  wire w_data_signed;
  wire w_sub;
  wire w_left;
  wire w_gt_comp;
  simd_alu_adder_top adder(
    .a(r_a),
    .b(r_b),
    .data_mode(r_data_mode),
    .data_signed(w_data_signed),
    .sub(w_sub),
    .result(r_adder_out),
    .ovf(out_overflow)
  );
  simd_alu_shifter_top shifter(
    .a(r_a),
    .b(r_b),
    .data_mode(r_data_mode),
    .left(w_left),
    .result(r_shifter_out)
  );
  simd_alu_comparer_top comparer(
    .a(r_a),
    .b(r_b),
    .data_mode(r_data_mode),
    .gt_comparison(w_gt_comp),
    .result(r_comparer_out)
  );
  assign w_data_signed = 
    (r_opcode == S_ADD8)  ||
    (r_opcode == S_ADD16) ||
    (r_opcode == S_ADD32) ||
    (r_opcode == S_ADD64) ||
    (r_opcode == S_SUB8)  ||
    (r_opcode == S_SUB16) ||
    (r_opcode == S_SUB32) ||
    (r_opcode == S_SUB64);
  assign w_sub = 
    (r_opcode == SUB8)    ||
    (r_opcode == SUB16)   ||
    (r_opcode == SUB32)   ||
    (r_opcode == SUB64)   ||
    (r_opcode == S_SUB8)  ||
    (r_opcode == S_SUB16) ||
    (r_opcode == S_SUB32) ||
    (r_opcode == S_SUB64);
  assign w_left = 
    (r_opcode == LSL8)  ||
    (r_opcode == LSL16) ||
    (r_opcode == LSL32) ||
    (r_opcode == LSL64);
  assign w_gt_comp = 
    (r_opcode == GT8)  ||
    (r_opcode == GT16) ||
    (r_opcode == GT32) ||
    (r_opcode == GT64);
  assign out = r_out;
  always @(posedge clk) begin
    if (~rst_n) begin
      r_a <= 0;
      r_b <= 0;
    end else begin
      r_a <= in_a;
      r_b <= in_b;
    end
  end
  always @(posedge clk) begin
      if (~rst_n) begin
        r_opcode <= 0;
      end else begin
        r_opcode <= opcode;
      end
  end
  always @(*) begin
    case (r_opcode)
      ADD8, S_ADD8, SUB8, S_SUB8, LSL8, LSR8, CMP8, GT8          : r_data_mode <= 0; 
      ADD16, S_ADD16, SUB16, S_SUB16, LSL16, LSR16, CMP16, GT16  : r_data_mode <= 1; 
      ADD32, S_ADD32, SUB32, S_SUB32, LSL32, LSR32, CMP32, GT32  : r_data_mode <= 2; 
      ADD64, S_ADD64, SUB64, S_SUB64, LSL64, LSR64, CMP64, GT64  : r_data_mode <= 3; 
      default : r_data_mode = 0;
    endcase
  end
  always @(*) begin
    case (r_opcode)
      ADD8, S_ADD8, ADD16, S_ADD16, ADD32, S_ADD32, ADD64, S_ADD64, SUB8, SUB16, SUB32, SUB64, S_SUB8, S_SUB16, S_SUB32, S_SUB64  : r_out = r_adder_out;
      LSL8, LSL16, LSL32, LSL64, LSR8, LSR16, LSR32, LSR64   : r_out = r_shifter_out;
      CMP8, CMP16, CMP32, CMP64, GT8, GT16, GT32, GT64       : r_out = r_comparer_out;
      default : r_out = 0;
    endcase
  end
endmodule : simd_alu_top
$ cat /design/flow/config.mk
export PLATFORM = sky130hd
export DESIGN_NAME = simd_alu_top
export DESIGN_NICKNAME = simd_alu_top
export VERILOG_FILES = /design/flow/design.v
export SDC_FILE = /design/flow/constraint.sdc
export NUM_CORES = 4
export LEC_CHECK = 1
export CORE_UTILIZATION = 40
$ cat /design/flow/run.sh
#!/bin/bash
# OpenROAD 26Q1-2900-gdf79404cd8, Yosys 0.63+post, stock flow scripts
make -C /OpenROAD-flow-scripts/flow DESIGN_CONFIG=/design/flow/config.mk WORK_HOME=/design/flow/orfs finish
==> metrics.csv <==
stage,metric,value,unit
outcome,outcome,did not finish,
outcome,lastStage,global routing (5_1_grt),
outcome,tool.error,[ERROR GRT-0116] Global routing finished with congestion. Check the congestion regions in the DRC Viewer.,
synthesis,ys_top_cells_by_area,"a21oi_1 7.0%, mux2i_1 6.9%, dfxtp_1 6.7%",
synthesis,ys_warn_count,6,
global_route,grt_overflow,2681,
placed_design,place_area,0.175,mm²
synthesis,ys_types,118,
cts,clockBufferDepth,3,
synthesis,yosys.area.top_type_share,7.01,%
synthesis,yosys.area.top_type,a21oi_1,
die,fp_util,40.2,%
cts,cts_root_buf,clkbuf_16,
synthesis,synth_cells,23971,
global_route,grt_usage,90.1,%
cts,ctsResizeCount,0,
cts,hold_buffers,0,
cts,htreeDepth,2,
synthesis,syn_area_per_cell,6.46,µm²
global_route,first_global_vias,250472,
synthesis,ys_cells,23971,
synthesis,async_reset_ff_share,0,%
synthesis,syn_area,0.155,mm²
die,dieHeight,624,µm
timing,unclocked_regs,2,
cts,postCtsSetupBuffers,0,
die,die_x,624,µm
global_route,grt_max_degree,110,
synthesis,numSynthFlops,522,
placed_design,detailed_place_hpwl,1310000,µm
synthesis,ys_area,0.155,mm²
placed_design,numPortBuffers,807,
placed_design,place_congestion,1.55,
placed_design,placedCellCount,29403,
global_route,grt_pass1_wl,2440000,µm
synthesis,edf_count,0,
die,fp-row-count,228,
timing,untimed_endpoints,2,
cts,cts_made_buffers,60,
die,io_pins,808,
synthesis,ys.flop_type,dfxtp_1,
## cells by family after synthesis
logic type | Yosys count | share of synthesized area [%]
flip-flops | 520 | 6.72
AND-OR/OR-AND | 9375 | 40.1
adder cells (fa/ha/maj) | 569 | 4.75
XOR/XNOR | 570 | 3.22
latches | 2 | 0.0194
multiplexers | 1547 | 11.8
AND/OR/NAND/NOR | 8480 | 26.0
buffers and inverters | 2908 | 7.46
## layer usage
layer / track usage (%) / GRT overflow
met4: 85.2 / 733
met1: 91.8 / 345
met2: 95.7 / 1028
met5: 73.1 / 59
met3: 85.3 / 516
## synthesized netlist by cell type, drive strengths merged, types with 440 or more instances
| master | count |
|---|---|
| nand2 | 2379 |
| a21o | 440 |
| buf | 748 |
| a21oi | 2172 |
| mux2i | 1069 |
| a211oi | 525 |
| xnor2 | 454 |
| o211ai | 457 |
| ha | 535 |
| nor3 | 800 |
| nor2 | 2035 |
| a31oi | 461 |
| clkbuf | 1669 |
| and2 | 666 |
| inv | 452 |
| nand3 | 1112 |
| o21ai | 2027 |
| dfxtp | 520 |
## per-stage QoR
step	worst slack, ns	utilization, %	total power (W)
CTS	50.99	46.0	0.00247
detailed placement	51.93	45.5	0.00214
global placement	51.64	45.5	0.00215
floorplan	55.05	-	0.00117
Power figures rest on the tool's default switching activity, not on a simulated workload.
